## design.v

```verilog
module screen(sx, sy, numbers_concat, vga_r, vga_g, vga_b, s1, s2, win, lose);  
    input [9:0] sx, sy;
    input [2:0] s1, s2;
    input win , lose;
    input [47:0] numbers_concat;  
    output [2:0] vga_r;   
    output [2:0] vga_g;   
    output [1:0] vga_b;    
    wire [3:0] number;
    wire [2:0] num_pos;
    wire [9:0] sx_offset, sy_offset;
    number_to_display number_to_display_INS(.numbers_concat(numbers_concat), .sx(sx), .sy(sy), .number(number), .sx_offset(sx_offset), .sy_offset(sy_offset), .num_pos(num_pos)
                                            , .win(win), .lose(lose));
    wire if_display;
    seven_segment_sim seven_segment_sim_INS(.sx_offset(sx_offset), .sy_offset(sy_offset), .number(number), .if_display(if_display));
    assign vga_r = if_display ? (((num_pos == s1[1:0] && s1[2] == 1) || (num_pos==s2[1:0] && s2[2] == 1)) ? 3'b111 :3'b111) : 3'b0;
    assign vga_g = if_display ? (((num_pos == s1[1:0] && s1[2] == 1) || (num_pos==s2[1:0] && s2[2] == 1)) ? 3'b000 :3'b111) : 3'b0;
    assign vga_b = if_display ? (((num_pos == s1[1:0] && s1[2] == 1) || (num_pos==s2[1:0] && s2[2] == 1)) ? 2'b00 : 2'b11) : 2'b0;
endmodule
module number_to_display(numbers_concat, sx, sy, number, sx_offset, sy_offset, num_pos, win, lose);
    input [47:0] numbers_concat;  
    input [9:0] sx, sy;
    input win , lose;
    output [9:0] sx_offset, sy_offset;
    output [3:0] number;
    reg [3:0] the_number;  
    output reg [1:0] num_pos;  
    reg [9:0] sx_offset_reg, sy_offset_reg;
    always @(*) begin
        case (1)
            (sx>=20 && sx<100 && sy>=20 && sy<160) : begin
                the_number[3:0] <= numbers_concat[47:44];
                sx_offset_reg <= sx - 20;
                sy_offset_reg <= sy - 20;
                num_pos <= 3'b000;
            end
            (sx>=120 && sx<200 && sy>=20 && sy<160) : begin
                the_number[3:0] <= numbers_concat[43:40];
                sx_offset_reg <= sx - 120;
                sy_offset_reg <= sy - 20;
                num_pos <= 3'b000;
            end
            (sx>=220 && sx<300 && sy>=20 && sy<160) : begin
                the_number[3:0] <= numbers_concat[39:36];
                sx_offset_reg <= sx - 220;
                sy_offset_reg <= sy - 20;
                num_pos <= 3'b000;
            end
            (sx>=340 && sx<420 && sy>=20 && sy<160) : begin
                the_number[3:0] <= numbers_concat[35:32];
                sx_offset_reg <= sx - 340;
                sy_offset_reg <= sy - 20;
                num_pos <= 3'b001;
            end
            (sx>=440 && sx<520 && sy>=20 && sy<160) : begin
                the_number[3:0] <= numbers_concat[31:28];
                sx_offset_reg <= sx - 440;
                sy_offset_reg <= sy - 20;
                num_pos <= 3'b001;
            end
            (sx>=540 && sx<620 && sy>=20 && sy<160) : begin
                the_number[3:0] <= numbers_concat[27:24];
                sx_offset_reg <= sx - 540;
                sy_offset_reg <= sy - 20;
                num_pos <= 3'b001;
            end
            (sx>=20 && sx<100 && sy>=200 && sy<340) : begin
                the_number[3:0] <= numbers_concat[23:20];
                sx_offset_reg <= sx - 20;
                sy_offset_reg <= sy - 200;
                num_pos <= 3'b010;
            end
            (sx>=120 && sx<200 && sy>=200 && sy<340) : begin
                the_number[3:0] <= numbers_concat[19:16];
                sx_offset_reg <= sx - 120;
                sy_offset_reg <= sy - 200;
                num_pos <= 3'b010;
            end
            (sx>=220 && sx<300 && sy>=200 && sy<340) : begin
                the_number[3:0] <= numbers_concat[15:12];
                sx_offset_reg <= sx - 220;
                sy_offset_reg <= sy - 200;
                num_pos <= 3'b010;
            end
            (sx>=340 && sx<420 && sy>=200 && sy<340) : begin
                the_number[3:0] <= numbers_concat[11:8];
                sx_offset_reg <= sx - 340;
                sy_offset_reg <= sy - 200;
                num_pos <= 3'b011;
            end
            (sx>=440 && sx<520 && sy>=200 && sy<340) : begin
                the_number[3:0] <= numbers_concat[7:4];
                sx_offset_reg <= sx - 440;
                sy_offset_reg <= sy - 200;
                num_pos <= 3'b011;
            end
            (sx>=540 && sx<620 && sy>=200 && sy<340) : begin
                the_number[3:0] <= numbers_concat[3:0];
                sx_offset_reg <= sx - 540;
                sy_offset_reg <= sy - 200;
                num_pos <= 3'b011;
            end
            (sx>=120 && sx<200 && sy >= 340 && sy < 480) : begin
                the_number[3:0] <= (win) ? 11 : ((lose) ? 10 : 15);
                sx_offset_reg <= sx - 120;
                sy_offset_reg <= sy - 340;
                num_pos <= 3'b100;
            end
            default : begin
                the_number[3:0] <= 4'b1111;   
                sx_offset_reg <= 0;
                sy_offset_reg <= 0;
                num_pos <= 3'b000;
            end
        endcase
    end
    assign number = the_number;
    assign sx_offset = sx_offset_reg;
    assign sy_offset = sy_offset_reg;
endmodule
```

## run.sh

```bash
#!/bin/bash
# OpenROAD 26Q1-2900-gdf79404cd8, Yosys 0.63+post, stock flow scripts
make -C /OpenROAD-flow-scripts/flow DESIGN_CONFIG=/design/flow/config.mk WORK_HOME=/design/flow/orfs finish
```

## config.mk

```make
export PLATFORM = sky130hd
export DESIGN_NAME = number_to_display
export DESIGN_NICKNAME = number_to_display
export VERILOG_FILES = /design/flow/design.v
export SDC_FILE = /design/flow/constraint.sdc
export NUM_CORES = 4
export LEC_CHECK = 1
export CORE_AREA = 10 10 94 94
export DIE_AREA = 0 0 104 104
```

## constraint.sdc

```tcl
current_design number_to_display

set clk_period 4.7
set clk_io_pct 0.2

create_clock -name clk0 -period $clk_period

set non_clock_inputs [all_inputs -no_clocks]
set_input_delay [expr $clk_period * $clk_io_pct] -clock clk0 $non_clock_inputs
set_output_delay [expr $clk_period * $clk_io_pct] -clock clk0 [all_outputs]
```

==> qor.yml <==
vias: 3721
drt-initial-drc-count: 180
openroad.warnings: 41
yosysChipArea_mm2: 0.002297
place_congestion: 1.000
antenna_cells: 0
tightestPinTransition_ns: 0.5854
cp.arrival_ns: 3.67
postCtsHoldBufs: 0
vdd_ir_drop_max_mv: 0.04969
fin_crit_ns: 4.607
cp.required_ns: 3.76
drive_above_1_share: 0.3476
status: "complete, no violations"
grt_pass1_wl_mm: 19.16
antenna_found_initial: 0
switching_share: 0.4340
fill_cells: 627
syn_inst: 368
firstDrtPassIters: 5
synth_area_mm2: 0.002297
crit_fanout: 8
num_rows: 30
cpMostUsedCell: "buf_4"
critPathMaxStageDelay_ns: 0.47
hold_viol: 0
final.setup.tns_ns: 0
gr-usage-all-layers: 0.2104
crit_path_end_kind: "primary output"
rsz0062_at_grt: "yes"
slowest_stage: "clkdlybuf4s50_1"
path_buffers: 5
area_growth_pct: 98.53
yosys_cells: 368
synth_warnings: 1
wl_per_cell_um: 17.63
crit_chain: "clkdlybuf4s50_1 -> buf_4 -> nand2b_1 -> nor3_1 -> a32o_1 -> buf_4 -> nand2_1 -> buf_4 -> o22ai_1 -> nor2_1 -> a21oi_1 -> a21oi_1 -> clkdlybuf4s50_1"
die_area_mm2: 0.01082
power.switching_uw: 147.0
final_cells: 680
die_y_um: 104
intPower_uw: 191.8
leakage_uw: 0.001941
overflow: 0
io_pins: 96
seq_area_um2: 0
grt_pass1_vias: 3633
fp-utilization: 0.3363
grt_max_degree: 15
vias_per_cell: 5.472
clock_buffers: 0
cp-start-kind: "input port"
synth_cell_types: 67
p_per_area_mw_per_mm2: 74.29
drc: 0
clockPowerShare: 0
hold_class: "in2out"
avgSynthCellArea_um2: 6.242
place_inst: 672
core_area_mm2: 0.006832
max_freq_ghz: 0.2171
die_x_um: 104
drtAntennaViolNets: 0
slew_headroom: 0.6084
fin_crit_sh: 0.9803
power_frac_comb: 1.000
design.seq.count: 0
maxCapViolCount: 0
postSynthSeqShare: 0
crit_type: "in2out"
seqPwrFrac: 0
drt_wl_total_mm: 11.99
port_buffers: 96
finalMaxSlewViolations: 0
finalSetupViolCount: 0
crit_family: "buffers and inverters"
hpwl_mm: 10.17
[tightest hold or removal path, cell delays in order]
cell and delay [ns]:
clkbuf_2 0.12, buf_4 0.13, buf_4 0.13, a211o_1 0.10, a21oi_1 0.06, o221ai_1 0.07, dlymetal6s2s_1 0.10
[final timing paths]
check / from / endpoint / slack, ns / cells after the start
hold / removal: sx[4] / sx_offset[4] / 2.57 / 7
setup / recovery: sx[9] / number[3] / 0.09 / 13
[cells in the mapped netlist (4+ instances only)]
cell type	count	area share
a21oi_1	35	0.076
xnor2_1	13	0.050
ha_1	11	0.060
a211oi_1	4	0.013
nor3_1	10	0.022
nor2b_1	5	0.014
clkbuf_1	6	0.0098
inv_1	10	0.016
nor2_1	48	0.078
o22ai_1	9	0.025
xor2_1	5	0.019
nand3_1	12	0.026
o21ai_0	27	0.059
and2_1	12	0.033
o211ai_1	5	0.016
o221ai_1	9	0.034
a211o_1	5	0.019
buf_2	10	0.022
o32ai_1	4	0.015
nand2_1	38	0.062
a221oi_1	6	0.023
[per-stage QoR]
step / hold slack, ns / util / power, µW / worst slack [ns] / cell area [µm²]
floorplan: 1.893 / - / 128.1 / 0.6952 / 2297
finish: 2.574 / 0.6676 / 338.8 / 0.09276 / 4561
CTS: 2.727 / 0.6489 / 330.5 / -0.0009677 / 4433
global route: 2.671 / 0.6676 / 366.8 / -0.05374 / 4561
detailed placement: 2.866 / 0.6256 / 318.0 / -0.2990 / 4274
global placement: 2.869 / 0.6256 / 317.5 / -0.3345 / 4274
[cell usage in the layout, fill, tap and decap left out, drive strengths merged, types with 10 or more instances in the layout]
cell	netlist	final
nand3	12	12
inv	12	12
ha	11	11
nor3	10	10
a21oi	36	36
buf	17	144
clkdlybuf4s50	0	82
nor2	48	48
and2	12	12
o21ai	30	30
nand2	40	40
xnor2	13	13
[final cells by class]
class | count | area (µm²) | share of cell area
Tap cell | 96 | 120.1 | 0.02634
Inverter | 12 | 45.04 | 0.009877
Timing Repair Buffer | 239 | 2058 | 0.4513
Multi-Input combinational cell | 333 | 2337 | 0.5125
[power by group through the flow]
stage / Clock (µW) / Combinational (µW) / Sequential (µW)
CTS: 0 / 331 / 0
finish: 0 / 339 / 0
global route: 0 / 367 / 0
[metal layers]
layer,GRT usage,vias to the layer above,part of all wire
li1,-,1851,-
met1,0.2857,1710,0.46
met2,0.3514,144,0.46
met3,0.02256,16,0.056
met4,0.03976,0,0.023
met5,0,-,0
[kinds of logic after synthesis]
family	Yosys count	synth area share
compound gates	155	0.4902
xor+xnor	18	0.06863
simple gates	148	0.3061
mux	1	0.004357
buf+inv	35	0.07081
fa+ha+maj	11	0.05991
[what timing repair did]
item | 4_1_cts | 5_1_grt
pin swaps | 18 | 14
gates resized | 43 | 42
buffers inserted | 7 | 1
setup endpoints to repair | 24 | 24
Power is estimated from default activity; no workload was simulated.
