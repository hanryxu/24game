**./run.sh**
```bash
#!/bin/bash
# OpenROAD 26Q1-2900-gdf79404cd8, Yosys 0.63+post, stock flow scripts
make -C /OpenROAD-flow-scripts/flow DESIGN_CONFIG=/design/flow/config.mk WORK_HOME=/design/flow/orfs finish
```
**./config.mk**
```make
export PLATFORM = sky130hd
export DESIGN_NAME = FSM
export DESIGN_NICKNAME = FSM
export VERILOG_FILES = /design/flow/design.v
export SDC_FILE = /design/flow/constraint.sdc
export NUM_CORES = 4
export LEC_CHECK = 1
export CORE_UTILIZATION = 50
```
**./constraint.sdc**
```tcl
current_design FSM

set clk_period 21.3
set clk_io_pct 0.2

create_clock -name clk0 -period $clk_period [get_ports {clk}]

set non_clock_inputs [all_inputs -no_clocks]
set_input_delay [expr $clk_period * $clk_io_pct] -clock clk0 $non_clock_inputs
set_output_delay [expr $clk_period * $clk_io_pct] -clock clk0 [all_outputs]
```
**./design.v**
```verilog
module FSM(clk, rst, START, RESTART, decode, m1, m2, m3, m4, num1, num2, num3, num4, valid_output, s1, s2, win, lose);
    input clk, START, RESTART;  
    input rst;	 
    input [3:0] decode;
    input [9:0] m1, m2, m3, m4;
    output [9:0] num1, num2, num3, num4;
    output [3:0] valid_output;
    output [2:0] s1, s2;
    assign s1 = {valid[select_1] && state[2] == 1, select_1};
    assign s2 = {valid[select_2] && state[1] == 1, select_2};
    wire [3:0] index;
    reg [9:0] num[0:3];
    reg [3:0] valid=4'b1111;
    reg [9:0] num1_old, num2_old, num3_old, num4_old;
    wire [5:0] signal;
    reg [5:0] last_signal;
    reg [2:0] state;
    reg [3:0] last_state;
    reg [1:0] select_1;  
    reg [1:0] select_2;
    wire [1:0] select_smaller;
    wire [1:0] select_larger;
    reg [1:0] op;
    wire [9:0] cal_num1, cal_num2;
    wire [9:0] result_add, result_sub, result_mul, result_div;
    wire [9:0] result;
    output wire win;
    output wire lose;
    assign win = (valid == 4'b0001 && num[0] == 24) ? 1 : 0;
    assign lose = (valid == 4'b0001 && num[0] != 24) ? 1 : 0;
    assign num1=num[0];
    assign num2=num[1];
    assign num3=num[2];
    assign num4=num[3];
    assign valid_output=valid;
    assign signal={START, RESTART, decode};
    assign select_smaller = select_1 < select_2 ? select_1 : select_2;
    assign select_larger = select_1 > select_2 ? select_1 : select_2;
    assign cal_num1 = num[select_1];
    assign cal_num2 = num[select_2];
    assign result_add=cal_num1+cal_num2;
    assign result_sub=cal_num1-cal_num2;
    assign result_mul=cal_num1*cal_num2;
    assign result_div=cal_num1/cal_num2;
    assign result=(op==2'b00 ? result_add : (op==2'b01 ? result_sub : (op==2'b10 ? result_mul : result_div)));
    always @(posedge clk) begin
        last_signal<=signal;
        if(last_signal==signal) begin
        end else
        begin
            if(START==1) begin
                state <= 3'b000;
                num[0] <= m1;
                num[1] <= m2;
                num[2] <= m3;
                num[3] <= m4;
                num1_old[9:0] <= m1[9:0];
                num2_old[9:0] <= m2[9:0];
                num3_old[9:0] <= m3[9:0];
                num4_old[9:0] <= m4[9:0];
                valid <= 4'b1111;
            end else
            begin
                if(RESTART==1) begin  
                    state <= 3'b000;
                    num[0][9:0] <= num1_old[9:0];
                    num[1][9:0] <= num2_old[9:0];
                    num[2][9:0] <= num3_old[9:0];
                    num[3][9:0] <= num4_old[9:0];
                    valid <= 4'b1111;
                end else begin
                    case(state)  
                        3'b000: begin
                            if (decode>=4'b0001 && decode<=4'b0100 && (valid[decode - 1] == 1'b1)) begin
                                select_1 <= decode - 1;
                                state<=3'b100;
                            end else begin
                                if(decode >= 4'b1010&& decode <= 4'b1101) begin
                                    op <= decode - 4'b1010;
                                    state<=3'b001;
                                end else begin
                                end
                            end
                        end
                        3'b001: begin
                            if(decode>=4'b0001 && decode<=4'b0100 && (valid[decode - 1] == 1'b1)) begin
                                select_1 <= decode - 1;
                                state<=3'b101;
                            end else begin if(decode>=4'b1010&& decode<=4'b1101) begin
                                    op <= decode - 4'b1010;
                                    state<=3'b001;
                                end else begin
                                end
                            end
                        end
                        3'b100: begin
                            if(decode>=4'b0001 && decode<=4'b0100 && (valid[decode - 1] == 1'b1)) begin
                                select_2 <= decode - 1;
                                state<=3'b110;
                            end else begin if(decode>=4'b1010&& decode<=4'b1101) begin
                                    op <= decode - 4'b1010;
                                    state<=3'b101;
                                end else begin
                                end
                            end
                        end
                        3'b101: begin
                            if(decode>=4'b0001 && decode<=4'b0100 && (valid[decode - 1] == 1'b1)) begin
                                select_2 <= decode - 1;
                                state<=3'b111;
                            end else begin
                                if(decode>=4'b1010&& decode<=4'b1101) begin  
                                    op <= decode - 4'b1010;
                                    state<=3'b101;
                                end else begin
                                end
                            end
                        end
                        3'b110: begin
                            if(decode>=4'b0001 && decode<=4'b0100 && (valid[decode - 1] == 1'b1)) begin  
                                select_1 <= decode - 1;
                                state<=3'b100;
                            end else begin if(decode>=4'b1010&& decode<=4'b1101) begin
                                    op <= decode - 4'b1010;
                                    state<=3'b111;
                                end else begin
                                end
                            end
                        end
                        3'b111: begin  
                            num[select_smaller] <= result;
                            valid[select_larger] <= 1'b0;
                            state <= 3'b000;
                        end
                        default: begin  
                            state <= 3'b000;
                        end
                    endcase
                end
            end
        end
    end
endmodule
```
==> impl_metrics.env <==
# flow metrics
export IMPL_crit_path_frequent_cell="ha_1"
export IMPL_cp_top_family="AND-OR/OR-AND gates"
export IMPL_synth_cells=1032
export IMPL_cts_buffers=9
export IMPL_p_sw_uw=374
export IMPL_power_density_nw_per_um2=83.4
export IMPL_antenna_found_initial=0
export IMPL_grt_pass1_wl_um=40400
export IMPL_root_buffer="clkbuf_16"
export IMPL_grt_pass1_vias=7391
export IMPL_cts_clk_slew_worst_paths_ps=70
export IMPL_synth_top_area_share_pct=27.9
export IMPL_max_slew_margin_pct=46.3
export IMPL_port_buffers=98
export IMPL_ys_area_sq_um=10000
export IMPL_drtIter0Drc=317
export IMPL_drive_gt1_share_pct=11.6
export IMPL_fill_cells=1698
export IMPL_netSwitchingFraction_pct=38.5
export IMPL_cts_tree="done"
export IMPL_top_cells_by_area="edfxtp_1 28%, ha_1 13%, mux4_2 6.5%"
export IMPL_diodes=0
export IMPL_cts_sinks=103
export IMPL_fin_skew_ps=9.55
export IMPL_max_stage_delay_ps=750
export IMPL_routed_wl_um=25900
export IMPL_pwr_share_comb_pct=55.1
export IMPL_wl_per_cell_um=18.7
export IMPL_worst_pin_slew_ps=797
export IMPL_top_cell="ha_1"
export IMPL_hold_path_class="reg -> reg"
export IMPL_yosysUniqueCellTypes=62
export IMPL_clockBufferDepth=2
export IMPL_post_synth_cell_area_avg_sq_um=9.69
export IMPL_finalHoldViolCount=0
export IMPL_setup_viol=0
export IMPL_synth_area_leader_cell="edfxtp_1"
export IMPL_max_freq_mhz=54.7
export IMPL_critical_path_peak_fanout=18
export IMPL_rsz0062_at_grt="no"
export IMPL_die_height_um=143
export IMPL_dieArea_sq_um=20600
export IMPL_fin_cells=1390
export IMPL_ant_nets=0
export IMPL_p_int_uw=597
export IMPL_vdd_drop_max_uv=70.8
export IMPL_top_cells_by_count="107 x ha_1, 94 x nor2_1, 93 x edfxtp_1, 93 x nand2_1, 79 x inv_1"
export IMPL_fin_setup_tns_ps=0
export IMPL_status="complete, no violations"
export IMPL_cts_hold_buf=0
export IMPL_cts_resized=0
export IMPL_start_kind="register"
export IMPL_htree_levels=3
export IMPL_wl_met3_um=2110
export IMPL_final_setup_worst_slack_ps=3000
export IMPL_num_io_pins=100
export IMPL_hpwl_um=20300
export IMPL_slew_viol_final=0
export IMPL_drc=0
export IMPL_fp_util_pct=51.2
export IMPL_syn_to_final_growth_pct=16.4
export IMPL_crit_buf_inv=3
export IMPL_dp_cells=1374
export IMPL_synth_async_sr_flop_share_pct=0
export IMPL_rows=51
export IMPL_grt_max_degree=41
export IMPL_period_used_pct=85.9
export IMPL_slowest_stage="dfxtp_1"
export IMPL_ys_cells=1032
export IMPL_drt_first_pass_iters=4
export IMPL_met1_length_um=11800
export IMPL_core_sq_um=19500
export IMPL_numSynthFlops=103
export IMPL_finish_utilization_pct=59.6
export IMPL_clkPwrFrac_pct=19.5
export IMPL_cts_setup_buffers=0
export IMPL_grt_usage_pct=27.8
export IMPL_period_needed_ps=18300
export IMPL_endpoint_kind="register"
export IMPL_synth_main_ff_cell="edfxtp_1"
export IMPL_clk_latency_ps=340
export IMPL_worstPathArrival_ps=18350
export IMPL_cap_violations=0
export IMPL_overflow=0
export IMPL_top_layer_used="met4"
export IMPL_cp_required_ps=21350
export IMPL_via_count=7879
export IMPL_edf_count=93
export IMPL_yosysWarnings=1
export IMPL_warnings=43
export IMPL_wl_met2_um=11600
export IMPL_path_class="reg -> reg"
export IMPL_via_per_inst=5.67
export IMPL_leakage_uw=0.00479
export IMPL_globalplace_congestion=0.918
export IMPL_ys_seq_share_pct=29.9
export IMPL_detailedPlace_worstSlack_ps=3130
export IMPL_syn_area_sq_um=10000
export IMPL_die_x_um=143
export IMPL_pwr_share_seq_pct=25.4
## state kept, by name, summed over array words and instances (netlist names), 3 cells and up, named ones only
signal and flops:
num 40, num1_old 10, num2_old 10, num3_old 10, num4_old 10, last_signal 6, valid 4, state 3
## layout make-up
class / count / area [sq um] / area share (%)
well taps: 265 / 332 / 2.85
clock inverters: 7 / 125 / 1.07
flip-flops and latches: 103 / 2990 / 25.7
repair buffers: 113 / 1090 / 9.39
inverters: 80 / 300 / 2.58
clock buffers: 9 / 225 / 1.93
multi-input cells: 813 / 6580 / 56.5
## power groups by stage
| stage | registers (uW) | clock network (uW) | logic (uW) |
|---|---|---|---|
| final | 247 | 189 | 536 |
| after global routing | 248 | 201 | 602 |
| after CTS | 247 | 194 | 538 |
## path summary, 6_finish.rpt
check | start | end | slack, ps | cells after the start
max | register | num[0][0] | 3000 | 68
min | select_2[0] | register | 660 | 1
max reg2reg | register | num[0][0] | 3000 | 68
min reg2reg | select_2[0] | register | 660 | 1
## worst reg2reg max path, delay by kind of cell, from the launching register on
kind,cells,cell delay [ps]
compound gates,30,6950
fa+ha+maj,9,2680
buf+inv,3,320
flops,1,750
mux,6,2550
simple gates,20,4760
## per-stage QoR
stage,power (uW),hold WS [ps],area (sq um)
floorplan,648,552,10000
global placement,783,634,11300
detailed placement,785,639,11300
CTS,978,659,11600
global route,1050,692,11600
finish,971,657,11600
## per-layer routing
metal,vias up,global-route usage (%)
li1,3943,-
met1,3708,43.0
met2,200,41.5
met3,28,9.23
met4,0,3.30
met5,-,0
## logic make-up (layout without fill, tap and decap cells)
group                    count (synthesis)  count (layout)  synth area share [%]
AND/OR/NAND/NOR                        296             296                  13.7
AND-OR/OR-AND                          229             229                  14.0
adder cells (fa/ha/maj)                131             131                  18.2
buffers and inverters                  116             209                  4.55
flip-flops                             103             103                  29.9
multiplexers                           101             101                  14.5
XOR/XNOR                                56              56                  5.04
## cell usage in the layout (no fill, tap or decap), types with 9 or more instances in the layout
cell type        count
a21o_1              13
a21oi_1             76
and2_1              11
buf_4               15
clkbuf_16            9
clkdlybuf4s50_1     98
dfxtp_1             10
edfxtp_1            93
fa_1                24
ha_1               107
inv_1               79
mux2_2              55
mux2i_1             15
mux4_2              29
nand2_1             93
nand2b_1            11
nand3_1              9
nor2_1              94
nor2b_1              9
nor3_1              27
o21a_1              16
o21ai_0             64
xnor2_1             40
xor2_1              15
No activity file was given, so power comes from the tool's default toggle rates.
