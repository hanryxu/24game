==> design/flow/constraint.sdc <==
current_design number_converter

set clk_period 7.1
set clk_io_pct 0.2

create_clock -name clk0 -period $clk_period

set non_clock_inputs [all_inputs -no_clocks]
set_input_delay [expr $clk_period * $clk_io_pct] -clock clk0 $non_clock_inputs
set_output_delay [expr $clk_period * $clk_io_pct] -clock clk0 [all_outputs]
==> design/flow/config.mk <==
export PLATFORM = sky130hd
export DESIGN_NAME = number_converter
export DESIGN_NICKNAME = number_converter
export VERILOG_FILES = /design/flow/design.v
export SDC_FILE = /design/flow/constraint.sdc
export NUM_CORES = 4
export LEC_CHECK = 1
export CORE_UTILIZATION = 50
==> design/flow/design.v <==
`timescale 1ns / 1ps
module number_converter(num1, num2, num3, num4, valid, numbers);
    input [9:0] num1; input [9:0] num2; input [9:0] num3; input [9:0] num4;
    input [3:0] valid;
    output wire [47:0] numbers;
    wire [3:0] num1_d1;		 
    wire [3:0] num1_d2;
    wire [3:0] num1_d3;
    wire [3:0] num1_d4;
    wire [3:0] num2_d1;
    wire [3:0] num2_d2;
    wire [3:0] num2_d3;
    wire [3:0] num2_d4;
    wire [3:0] num3_d1;
    wire [3:0] num3_d2;
    wire [3:0] num3_d3;
    wire [3:0] num3_d4;
    wire [3:0] num4_d1;
    wire [3:0] num4_d2;
    wire [3:0] num4_d3;
    wire [3:0] num4_d4;
    assign num1_d1 = num1/100;	 
    assign num1_d2 = (num1/10)%10;
    assign num1_d3 = (num1)%10;
    assign num2_d1 = num2/100;
    assign num2_d2 = (num2/10)%10;
    assign num2_d3 = (num2)%10;
    assign num3_d1 = num3/100;
    assign num3_d2 = (num3/10)%10;
    assign num3_d3 = (num3)%10;
    assign num4_d1 = num4/100;
    assign num4_d2 = (num4/10)%10;
    assign num4_d3 = (num4)%10;
    assign numbers[47:36] = (valid[0] == 1) ?
           {num1_d1, num1_d2, num1_d3}
           : {12{1'b1}};
    assign numbers[35:24] = (valid[1] == 1) ?
           {num2_d1, num2_d2, num2_d3}
           : {12{1'b1}};
    assign numbers[23:12] = (valid[2] == 1) ?
           {num3_d1, num3_d2, num3_d3}
           : {12{1'b1}};
    assign numbers[11:0] = (valid[3] == 1) ?
           {num4_d1, num4_d2, num4_d3}
           : {12{1'b1}};
endmodule
==> design/flow/run.sh <==
#!/bin/bash
# OpenROAD 26Q1-2900-gdf79404cd8, Yosys 0.63+post, stock flow scripts
make -C /OpenROAD-flow-scripts/flow DESIGN_CONFIG=/design/flow/config.mk WORK_HOME=/design/flow/orfs finish
==> impl_metrics.tcl <==
# place-and-route summary
set metrics [dict create \
    wl_per_cell_um 19.6 \
    status "finished, violations left" \
    first_iter_violations 1661 \
    peakVddDrop_v 0.000120 \
    maxCapViolCount 0 \
    routabilityCongestion 0.986 \
    slew_headroom 0.372 \
    core_util_floorplan 0.511 \
    grt_start_max_net_pins 22 \
    hold_class "in2out" \
    worst_pin_slew_ns 0.935 \
    cp_num_cells 31 \
    ys_cells 1385 \
    layout_top_cell "buf_4" \
    crit_arrival_ns 7.49 \
    hold_violations 0 \
    p_switching_w 0.00118 \
    cp-end-kind "output port" \
    setup_viol 21 \
    dr.pass1.iters 10 \
    top_cell_area_share 0.0712 \
    slowest_delay_ns 0.72 \
    pin_count 92 \
    cp.required_ns 5.68 \
    postLayoutSetupSlackWorst_ns -1.81 \
    io_buffers 92 \
    syn_area_um2 8440 \
    critPathTopFamily "simple AND/OR/NAND/NOR gates" \
    logic_area_um2 9320 \
    antenna_found_initial 2 \
    grt_pass1_vias 11809 \
    final_cell_mix "buf_4 (533), nand2_1 (149), nor2_1 (136)" \
    num_vias 14265 \
    grt.total_usage 0.365 \
    fp-row-count 47 \
    netlist_instances 1385 \
    path_buffers 6 \
    leakage_nw 6.56 \
    hold_buffers 0 \
    nClkBuffers 0 \
    internal_power_w 0.00117 \
    nFillCells 653 \
    final_layout_size_suffix_gt1_frac 0.447 \
    dr.max_layer_used "met5" \
    rsz0062_at_grt "yes" \
    seq_area_um2 0 \
    routed_wl_mm 42.8 \
    die_h_um 132 \
    slew_violations 0 \
    endpoint "numbers[30]" \
    warnings 43 \
    nFlopsAndLatches 0 \
    hpwlAfterDp_mm 23.2 \
    route.met3.wl_mm 5.49 \
    wl_met2_mm 17.4 \
    post-route-util 0.917 \
    ys_warn_count 0 \
    yosysSeqAreaShare 0 \
    overflow 0 \
    power_per_cell_area_nw_per_um2 155 \
    violations "setup timing" \
    yosys_area_um2 8440 \
    crit_path_start "num2[8]" \
    drc 0 \
    die_w_um 132 \
    syn_avg_cell_area_um2 6.09 \
    setup_tns_ns -16.44 \
    cp_max_fo 6 \
    max_freq_ghz 0.112 \
    startpoint_type "primary input" \
    slowest_stage "xnor2_1" \
    coreArea_um2 16500 \
    met1_length_mm 17.0 \
    min_period_ns 8.91 \
    ant_nets 0 \
    area_delta_synth_final_pct 79.6 \
    post_layout_nonfiller_instances 2187 \
    min_period_over_period 1.25 \
    netSwitchingFraction 0.502 \
    synthTopCellsByArea "nor2_1 (7.1%), nand2_1 (7.0%), a21oi_1 (6.8%)" \
    top_area_cell "nor2_1" \
    grt_pass1_wl_mm 54.7 \
    die-area_um2 17400 \
    synth_cell_type_count 105 \
    place_inst 2059 \
    vias_per_cell 6.52 \
    worstSetupPathType "in2out" \
]
[metal layers]
layer / up-vias / GRT usage
met4: 4 / 0.0472
met2: 1031 / 0.605
met5: - / 0
met3: 269 / 0.0259
met1: 6511 / 0.532
li1: 6450 / -
[layout make-up]
class,instances,area share
multi-input combinational,1233,0.615
antenna,2,0.000330
tap,220,0.0182
timing repair buffer,662,0.348
inverter,70,0.0185
[kinds of logic after synthesis]
kind of cell / after synthesis / synth area share
AND-OR/OR-AND: 534 / 0.442
XOR/XNOR: 43 / 0.0446
adder cells (fa/ha/maj): 44 / 0.0612
buffers and inverters: 152 / 0.0725
multiplexers: 28 / 0.0343
AND/OR/NAND/NOR: 584 / 0.346
[metrics by stage]
| stage | hold WS [ns] | total power, W | cell area [um2] | setup slack [ns] |
|---|---|---|---|---|
| 3_3_place_gp | 3.75 | 0.00174 | 13200 | -1.91 |
| 4_1_cts | 3.65 | 0.00197 | 14300 | -1.20 |
| 6_report | 3.67 | 0.00234 | 15200 | -1.81 |
| 3_5_place_dp | 3.75 | 0.00176 | 13200 | -1.99 |
| 5_1_grt | 3.73 | 0.00247 | 15200 | -2.01 |
| 2_1_floorplan | 2.86 | 0.00102 | 9110 | -1.02 |
[cells in the mapped netlist, drive strengths merged, types with 17 or more instances]
master	n
or2	21
nand2b	31
nor3	36
o211ai	29
nor2	160
or3	20
nand3b	17
mux2i	21
ha	30
and3	17
clkbuf	57
nor2b	19
a211oi	31
buf	25
o22ai	18
inv	67
xnor2	38
nand2	159
a21o	17
a31oi	28
o21ai	114
a21oi	116
nand3	35
[how the worst min path moves through the flow]
stage	from	endpoint	slack (ns)	cells after the start
after CTS	valid[1]	numbers[29]	3.65	3
after global routing	num1[1]	numbers[38]	3.73	5
final	num1[1]	numbers[38]	3.67	5
[tightest hold or removal path, cell delays in order]
cell and delay, ns:
clkdlybuf4s50_1 0.42, buf_4 0.17, nand2_1 0.06, nand3_1 0.08, clkbuf_2 0.11
[repair_timing]
item                                    4_1_cts  5_1_grt
gates cloned                                  1        0
pin swaps                                   124      119
endpoints found under the setup margin       24       28
gates resized                               221      141
buffers inserted                             88       45
Power is estimated from default activity; no workload was simulated.
